===== flow/design.v =====
`timescale 1ns / 1ps
module sev_seg_decoder(
    input  [3:0] num_in,					 
    output reg [7:0] sev_seg_leds		 
    );
	 always @(num_in)
	 begin
		 case (num_in)			
			4'h0 		:	 sev_seg_leds[7:0] = 8'b10000001 ;
			4'h1 		:	 sev_seg_leds[7:0] = 8'b11110011 ;
			4'h2	 	:	 sev_seg_leds[7:0] = 8'b01001001 ;
			4'h3 		:	 sev_seg_leds[7:0] = 8'b01100001 ;
			4'h4 		:	 sev_seg_leds[7:0] = 8'b00110011;
			4'h5 		:	 sev_seg_leds[7:0] = 8'b00100101 ;
			4'h6 		:	 sev_seg_leds[7:0] = 8'b00000101 ;
			4'h7 		:	 sev_seg_leds[7:0] = 8'b11110001 ;
			4'h8 		:	 sev_seg_leds[7:0] = 8'b00000001 ;
			4'h9 		:	 sev_seg_leds[7:0] = 8'b00100001 ;
			4'hA 		:	 sev_seg_leds[7:0] = 8'b00010001 ;
			4'hB 		:	 sev_seg_leds[7:0] = 8'b00000111 ;
			4'hC 		:	 sev_seg_leds[7:0] = 8'b10001101 ;
			4'hD 		:	 sev_seg_leds[7:0] = 8'b01000011 ;
			4'hE 		:	 sev_seg_leds[7:0] = 8'b00001101 ;
			4'hF 		:	 sev_seg_leds[7:0] = 8'b00011101 ;	
		   default 	: 	 sev_seg_leds[7:0] = 8'b01111111 ;
		 endcase
	 end 
endmodule
`timescale 1ns / 1ps
module sev_seg_with_clk(
    input [3:0] num_1,  
    input [3:0] num_2,  
input clk,  
input reset,  
output  [7:0] sev_seg_leds,  
output  [5:0]led_disable,  
output  reg [1:0]led_enable  
    );
reg sel ;
assign led_disable = 6'b111111;  
always @ (posedge clk or posedge reset)  
begin
if (reset)  
begin
sel = 0 ;  
led_enable = 2'b11;  
end
else  
begin
sel = ~sel;  
if(sel == 1)
led_enable = 2'b10;  
else
led_enable = 2'b01;  
end
end
sev_seg_decoder decoder1(.num_in(sel ? num_1 : num_2), .sev_seg_leds(sev_seg_leds));
endmodule

===== flow/run.sh =====
#!/bin/bash
# OpenROAD 26Q1-2900-gdf79404cd8, Yosys 0.63+post, stock flow scripts
make -C /OpenROAD-flow-scripts/flow DESIGN_CONFIG=/design/flow/config.mk WORK_HOME=/design/flow/orfs finish

===== flow/config.mk =====
export PLATFORM = sky130hd
export DESIGN_NAME = sev_seg_with_clk
export DESIGN_NICKNAME = sev_seg_with_clk
export VERILOG_FILES = /design/flow/design.v
export SDC_FILE = /design/flow/constraint.sdc
export NUM_CORES = 4
export LEC_CHECK = 1
export CORE_AREA = 10 10 70 70
export DIE_AREA = 0 0 80 80

===== flow/constraint.sdc =====
current_design sev_seg_with_clk

set clk_period 2.7
set clk_io_pct 0.2

create_clock -name clk0 -period $clk_period [get_ports {clk}]

set non_clock_inputs [all_inputs -no_clocks]
set_input_delay [expr $clk_period * $clk_io_pct] -clock clk0 $non_clock_inputs
set_output_delay [expr $clk_period * $clk_io_pct] -clock clk0 [all_outputs]

==> impl.org <==
#+TITLE: Flow metrics

** Final layout
- The final report gives the core utilization as 0.263.
- Finished Layout Cells :: 136
- Per the run report, area growth between synthesis and finish was 77.0%.
- Fraction of layout instances using a drive strength above 1 :: 0.444

** Global route
- Across every metal layer, demand over resource in global routing totals 0.0420.
- The number of global-route vias before repair was 526.
- Sum of overflow across all layers after global routing :: 0
- The first global-routing pass estimated 2250 um of wire.
- The number of antenna violations at the first check in global routing is 0.
- Pin count of the biggest net entering global routing :: 8

** STA
- The end-of-flow timing check tallies setup violations at 0.
- Based on the critical path, the design can be clocked at up to 0.400 GHz.
- Total Neg Setup Slack :: 0 ps
- For the finished layout, the period the worst path requires is 2500 ps.
- Worst clock skew :: 0.127 ps
- Final max-slew violation count :: 0
- Worst hold slack after final layout :: 474 ps
- Unrepaired setup endpoints after global routing :: false
- Of the available clock period, the critical path in the final layout requires 0.925.
- The final hold violation count recorded for this run is 0.

** Setup path
- Startpoint of the worst setup timing path :: sel
- FF-to-FF setup slack :: 1860 ps
- Critical-path cell with the highest stage delay :: sky130_fd_sc_hd__dfrtp_1
- Worst setup path endpoint :: sev_seg_leds[6]
- STA lists the endpoint of the worst register-to-register path as sel.
- The number of cells on the worst reg-to-reg path is 2.
- Per the timing report, the most critical flop-to-flop path originates at sel.
- STA classifies the critical path endpoint as an output port.
- In this design, the stage delay of the slowest critical-path cell is 480 ps.
- Largest fanout on the critical path :: 4
- STA puts the critical path data required time at 2160 ps.
- Critical Path AT :: 1960 ps
- Logic depth of the worst path, buffers included :: 8
- Type of element launching the critical path :: register
- The worst setup path is of the reg -> out kind.
- Counting both buffers and inverters, the worst setup path holds a total of 4.
- Ordered list of cells on the worst path :: mux2i_2, inv_1, buf_4, ha_2, inv_2, mux2i_1, a22o_1, dlygate4sd2_1
- Cell family contributing the most delay on the critical path :: buffers and inverters

** Floorplanning
- The die is 80 um wide.
- In this run the standard cell core region covers 0.00342 mm2.
- IO Count :: 26
- For reference, the placement row count at floorplan is 21.
- Starting utilization of the core area :: 0.148
- Per the OpenROAD floorplan log, the height of the die is 80 um.
- Per the OpenROAD floorplan log, the area of the die is 0.00640 mm2.

** Detailed routing
- The routed layout has 461 vias.
- 1st-pass router iterations :: 3
- DRC errors left :: 0
- Nets still carrying antenna violations after routing amount to 0.
- Initial detailed-routing violation count :: 10
- The detailed router reported a total wirelength of 1370 um.
- The final antenna diode tally reported by the flow is 0.
- Dividing the detail-routed wire length by the instance count gives 10.1 um.
- Dividing the detail-routed via count by the number of cells gives 3.39.

** Place
- Total instance count after detailed placement :: 127
- In the placement report, post-DP HPWL is listed as 1120 um.
- Number of I/O port buffers :: 18
- Per the gpl log, the routability congestion estimate is 0.745.

** Logic synthesis
- Seq share, synth :: 0.153
- The cell area that synthesis handed to floorplanning was 507 um2.
- Most common reg cell :: sky130_fd_sc_hd__dfstp_2
- For reference, the post-synthesis area per instance comes to 9.56 um2.
- Most instantiated cells after synthesis :: sky130_fd_sc_hd__buf_4, sky130_fd_sc_hd__ha_1, sky130_fd_sc_hd__inv_1, sky130_fd_sc_hd__mux2i_1, sky130_fd_sc_hd__nand2_1
- The number of different library cells used by synthesis comes to 21.
- Summed over all instances, the cell type with the most area after synthesis is sky130_fd_sc_hd__ha_1.
- The cell count after synthesis came out at 53.
- Post-synth regs :: 3
- For reference, the top cells by area after synthesis are sky130_fd_sc_hd__ha_1, sky130_fd_sc_hd__mux2i_1, sky130_fd_sc_hd__buf_4.
- Top cell type's share of synthesized area :: 0.173
- YS chip area :: 507 um2
- Cell total in the yosys stat output :: 53
- Share of flip-flops with an asynchronous set or reset after synthesis :: 1.00
- Counting the warning lines in the Yosys log gives 2.
- The synthesized design contains 0 enable-type register cells.

** Pwr
- Across the VDD grid, the largest voltage drop is 0.0837 mV.
- Post-route total power :: 0.217 mW
- P per Cell Area :: 241 mW/mm2
- In this run the static leakage power is 0.437 nW.

** CTS
- Clock slew at the register clock pins of the worst setup and hold paths :: 40 ps
- Bufs on Longest Clock Path :: 2
- Clock Sink Count :: 3
- Per the TritonCTS log, the buffer count is 3.
- Clock latency of the later-clocked register in the worst-skew pair :: 230 ps
- CTS tree :: built
- CTS Root Buffer Type :: sky130_fd_sc_hd__clkbuf_4
- # H-tree levels :: 1
- The post-CTS hold buffer count recorded in the log is 0.

** Min path
- Checking hold timing, the worst path is listed with class in -> async.

** Flow run
- Max-cap violation count :: 0
- The tool warning count for the run is 31.

** Run status
- Outcome :: completed
power by group:
group          switching [mW]  internal (mW)
Sequential                  0         0.0453
Combinational          0.0366         0.0562
Clock                  0.0230         0.0554
area by class of cell:
cell class                 count  area, um2
sequential                     3       77.6
clock buffer                   4       26.3
tap                           46       57.6
fill                         368       2520
multi-input combinational     40        390
inverter                       7       26.3
timing repair buffer          36        319
kinds of logic after synthesis:
kind of cell,after synthesis,share of synthesized area
buffers and inverters,16,0.200
and+or+nand+nor,8,0.0741
adders and majority gates,7,0.173
DFF,3,0.153
xor gates and xnor gates,1,0.0173
AOI/OAI and AO/OA,6,0.104
other,1,0.00740
muxes,11,0.272
flip-flops by register name, summed over array words and instances (netlist names):
signal      flops
sel             1
led_enable      2
routing by layer:
| layer | part of all wire | track usage | wire, um |
|---|---|---|---|
| met2 | 0.49 | 0.0738 | 679 |
| met1 | 0.41 | 0.0481 | 563 |
| met3 | 0.080 | 0.0114 | 110 |
| met5 | 0 | 0 | 0 |
| met4 | 0.014 | 0.0123 | 19 |
per-stage QoR:
stage / worst slack (ps) / instance area (um2)
2_1_floorplan: 595 / 529
3_3_place_gp: -279 / 802
3_5_place_dp: -297 / 802
4_1_cts: 29.5 / 891
5_1_grt: 58.5 / 897
6_report: 201 / 897
cells in the final DEF (no fill, tap or decap), drive strengths merged:
| master | Yosys | final |
|---|---|---|
| nor3 | 2 | 2 |
| nand3 | 1 | 1 |
| buf | 9 | 18 |
| dfstp | 2 | 2 |
| clkdlybuf4s50 | 0 | 7 |
| mux2i | 9 | 9 |
| and3 | 1 | 1 |
| clkbuf | 0 | 5 |
| nand2 | 3 | 3 |
| inv | 7 | 7 |
| a211oi | 1 | 1 |
| clkdlybuf4s15 | 0 | 1 |
| o21ai | 1 | 1 |
| dlygate4sd2 | 0 | 7 |
| mux2 | 2 | 2 |
| dlymetal6s2s | 0 | 2 |
| nor2 | 1 | 1 |
| a22o | 1 | 1 |
| a31o | 1 | 1 |
| ha | 7 | 7 |
| dfrtp | 1 | 1 |
| xnor2 | 1 | 1 |
| conb | 1 | 7 |
| o2bb2ai | 2 | 2 |
what timing repair did:
action / 4_1_cts / 5_1_grt
resized: 19 / 7
endpoints found under the setup margin: 7 / 6
pin swaps: 1 / 0
buffers inserted: 5 / 0
worst min path at each step:
stage	from	end	slack, ps	cells past startpoint
4_1_cts	reset	sel	470	2
5_1_grt	reset	sel	480	2
6_report	reset	sel	470	2
Power figures rest on the tool's default switching activity, not on a simulated workload.
