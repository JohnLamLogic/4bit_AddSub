`flow/design.v`:
```
`timescale 1ns / 1ps
module Full_Adder(
    input A,
    input B,
    input Cin,
    output Sum,
    output Cout
    );
    wire C1, C2, S1;
    Half_Adder HA01(A, B, S1, C1);
    Half_Adder HA02(Cin, S1, Sum, C2);
    assign Cout = C1 | C2;
endmodule
`timescale 1ns / 1ps
module Half_Adder(
    input A,
    input B,
    output Sum,
    output Cout
    );
    xor x1(Sum,A,B);
    and a1(Cout,A,B);
endmodule
`timescale 1ns / 1ps
module fourbit_add_sub(
    input  [3:0] A,      
    input  [3:0] B,      
    input        Sub,    
    output [3:0] Sum,    
    output       Cout,   
    output       Sign    
);
    wire [3:0] Bin = Sub ? ~B : B;
    wire [3:0] C;
    wire [3:0] S;
    Full_Adder FA0(A[0], Bin[0], Sub,  S[0], C[0]);
    Full_Adder FA1(A[1], Bin[1], C[0], S[1], C[1]);
    Full_Adder FA2(A[2], Bin[2], C[1], S[2], C[2]);
    Full_Adder FA3(A[3], Bin[3], C[2], S[3], C[3]);
    assign Sum  = S;
    assign Cout = (~Sub) & C[3];   
    assign Sign = ( Sub) & ~C[3]; 
endmodule
```
`flow/run.sh`:
```
#!/bin/bash
# OpenROAD 26Q1-2900-gdf79404cd8, Yosys 0.63+post, stock flow scripts
make -C /OpenROAD-flow-scripts/flow DESIGN_CONFIG=/design/flow/config.mk WORK_HOME=/design/flow/orfs finish
```
`flow/config.mk`:
```
export PLATFORM = sky130hd
export DESIGN_NAME = fourbit_add_sub
export DESIGN_NICKNAME = fourbit_add_sub
export VERILOG_FILES = /design/flow/design.v
export SDC_FILE = /design/flow/constraint.sdc
export NUM_CORES = 4
export LEC_CHECK = 1
export CORE_AREA = 10 10 70 70
export DIE_AREA = 0 0 80 80
```
`flow/constraint.sdc`:
```
current_design fourbit_add_sub

set clk_period 5.4
set clk_io_pct 0.2

create_clock -name clk0 -period $clk_period

set non_clock_inputs [all_inputs -no_clocks]
set_input_delay [expr $clk_period * $clk_io_pct] -clock clk0 $non_clock_inputs
set_output_delay [expr $clk_period * $clk_io_pct] -clock clk0 [all_outputs]
```
==> run summary <==
Largest stage delay, worst path = 0.54 ns
initial antenna violation count = 0
drt wl/cell = 6.97 um
YS chip area = 170 um^2
Via density = 1.84
Synth Seq Share = 0
Dominant cell area share = 0.353
Post-Syn Area = 170 um^2
Setup CP Type = primary input to primary output
Pleak = 0.000128 uW
WP data arrival = 3.61 ns
core box area = 3420 um^2
1st-pass router iterations = 1
GPL Wtd Cong = 0.812
die extent in x = 80 um
Post-DRT Antenna Nets = 0
clkbuf count = 0
post-route minimum period = 4.69 ns
yosys cell count = 19
Commonest Layout Cell = clkdlybuf4s50_1
fin. max-slew vios = 0
Total Power = 35.7 uW
Area Growth Syn to Fin = 101%
Vias = 138
Die Y = 80 um
max frequency = 213 MHz
normalized max-slew margin = 0.820
Yosys cell types = 9
post-layout instance area = 343 um^2
TNS Setup = 0 ns
# diodes = 0
Crit-path slowest cell = clkdlybuf4s50_1
power per cell area = 104 nW/um^2
post_cts resized = 0
mean area per synthesized cell = 8.96 um^2
Logic area = 120 um^2
status = finished, final reports clean
CP Max Fanout = 6
fp util = 0.0498
worst-margin pin slew = 0.269 ns
worst path bufs/invs = 4
Ports = 15
most frequent cell on the critical path = fa_1
critical-path cell list = clkdlybuf4s50_1, mux2_2, fa_1, inv_1, fa_1, inv_1, fa_1, clkdlybuf4s50_1
maximum VDD drop = 0.0266 mV
instance area at placement = 343 um^2
pin count of the biggest net entering global routing = 7
GR Util All Layers = 0.0151
top cells, area = fa_1 35%, buf_4 18%, xor2_1 15%
Setup Fix Bufs, Post-CTS = 0
Worst Setup End Kind = primary output
gr ovfl total = 0
yosys warns = 0
most frequent cells in the layout = 15 x clkdlybuf4s50_1, 4 x inv_1, 3 x xor2_1, 3 x fa_1
RSZ-0062 raised after global routing = false
DR DRC count = 0
final worst path period share = 0.868
Final Hold Violation Tally = 0
CTS Hold Buffers Added = 0
Hold Path Class = primary input to primary output
DRT iter0 DRCs = 0
Yosys top cell by area = fa_1
share of layout cells above drive strength 1 = 0.0345
Startpoint Class = primary input
OpenROAD warnings = 32
Max-cap violations = 0
Seq. cell area = 0 um^2
first-pass GRT wire length = 752 um
Flop Count = 0
CP delay by family, top = buffers and inverters
# setup viols final = 0
Post-Syn Instances = 19
die area = 6400 um^2
WL final = 523 um
num rows = 21
number of global-route vias before repair = 147
HPWL after DPL = 499 um
worst path required time = 4.32 ns
Filler Cell Count = 401
IO buf count = 15
## report_power, final
group	internal (uW)	switching (uW)
logic	24.8	10.8
registers	0	0
clock network	0	0
total	24.8	10.8
## cells in the mapped netlist (all sizes together)
| cell | number |
|---|---|
| xnor2 | 1 |
| mux2 | 1 |
| and2b | 1 |
| inv | 4 |
| nor2b | 1 |
| xor2 | 3 |
| buf | 4 |
| fa | 3 |
| clkbuf | 1 |
## path summary, 6_finish.rpt
path	start	end	slack, ns	cells after the start
worst min-delay path	A[0]	Sum[0]	3.12	3
worst max-delay path	Sub	Sum[3]	0.71	8
## cells by family after synthesis
group,Yosys count,synth area share
adder cells (fa/ha/maj),3,0.353
AND/OR/NAND/NOR,2,0.0809
multiplexers,1,0.0662
XOR/XNOR,4,0.206
buffers and inverters,9,0.294
## worst min-delay path, delay by kind of cell
kind,cells,cell delay (ns)
xor gates and xnor gates,1,0.07
buffers and inverters,2,0.89
## routing by layer
layer  up-vias  GRT usage  routed length, um
li1         69          -                  -
met1        55     0.0300                321
met2        14     0.0112                113
met3         0    0.00682                 89
met4         0          0                  0
met5         -          0                  0
## final cells by class
type	count	area share
inverter	4	0.0438
tap	46	0.168
multi-input combinational	10	0.350
timing repair buffer	15	0.438
## stage by stage
step / hold WS, ns / setup slack [ns] / std cells / utilization
final: 3.12 / 0.714 / 75 / 0.100
after global routing: 3.15 / 0.612 / 75 / 0.100
after CTS: 3.12 / 0.695 / 75 / 0.100
after detailed placement: 3.13 / 0.698 / 75 / 0.100
after global placement: 3.12 / 0.722 / 75 / 0.100
after floorplan: 2.31 / 1.68 / 19 / -
Power and IR drop assume default switching activity.
